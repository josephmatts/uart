[/design/flow/design.v]
module uart_tx 
#(
    parameter DATA_WIDTH  = 8,
    parameter CLK_FREQ    = 125_000_000,
    parameter BAUD_RATE   = 9600,
    parameter STOP_BITS   = 1
)
(
    input clk,
    input rst,
    input wr_en,
    input s_tick,
    input [DATA_WIDTH-1:0] din,
    output reg tx,
    output     tx_busy 
);
localparam CYCLES_PER_BIT = CLK_FREQ/BAUD_RATE;
localparam COUNTER_LENGTH = $clog2(CYCLES_PER_BIT+1);
localparam [1:0]
    IDLE  = 2'b00,
    START = 2'b01,
    DATA  = 2'b10,
    STOP  = 2'b11;
reg [1:0] state;
reg [DATA_WIDTH-1:0] data_to_send;
reg [COUNTER_LENGTH-1:0] cycle_counter;
reg [$clog2(DATA_WIDTH):0] bit_counter;
reg [1:0] stop_counter;
assign tx_busy = state != IDLE;
always@(posedge clk) begin
    if(rst) begin
        state         <= IDLE;
        cycle_counter <= 0;
        bit_counter   <= 0;
        stop_counter  <= 0;
        data_to_send  <= 0;
        tx            <= 1'b1;
    end else begin
        case(state)
            IDLE : begin
                tx            <= 1'b1;
                cycle_counter <= 0;
                bit_counter   <= 0;
                stop_counter  <= 0;
                if(wr_en) begin
                    data_to_send  <= din;
                    state         <= START;
                end                 
            end
            START : begin
                tx <= 0;
                if(cycle_counter == CYCLES_PER_BIT-1) begin
                    cycle_counter <= 0;
                    state         <= DATA;
                end else begin
                    cycle_counter <= cycle_counter + 1'b1;
                end
            end
            DATA : begin
                tx <= data_to_send[0];
                if(cycle_counter == CYCLES_PER_BIT-1)begin
                    cycle_counter <= 0;
                    data_to_send <= data_to_send >> 1;
                    if(bit_counter == DATA_WIDTH-1) begin
                        bit_counter <= 0;
                        state <= STOP;
                    end else begin
                        bit_counter <= bit_counter + 1'b1;
                    end
                end else begin
                    cycle_counter <= cycle_counter + 1'b1;
                end
            end
            STOP : begin
                tx <= 1'b1;
                if(cycle_counter == CYCLES_PER_BIT-1) begin
                    cycle_counter <= 0;
                    if(stop_counter == STOP_BITS-1) begin
                        stop_counter <= 0;
                        state <= IDLE;                        
                    end else begin
                        stop_counter <= stop_counter + 1'b1;
                    end
                end else begin
                    cycle_counter <= cycle_counter + 1'b1;
                end
            end
            default : state <= IDLE;
        endcase    
    end
end
endmodule
[/design/flow/run.sh]
#!/bin/bash
# OpenROAD 26Q1-2900-gdf79404cd8, Yosys 0.63+post, stock flow scripts
make -C /OpenROAD-flow-scripts/flow DESIGN_CONFIG=/design/flow/config.mk WORK_HOME=/design/flow/orfs finish
[/design/flow/config.mk]
export PLATFORM = sky130hd
export DESIGN_NAME = uart_tx
export DESIGN_NICKNAME = uart_tx
export VERILOG_FILES = /design/flow/design.v
export SDC_FILE = /design/flow/constraint.sdc
export NUM_CORES = 4
export LEC_CHECK = 1
export CORE_UTILIZATION = 30
[/design/flow/constraint.sdc]
current_design uart_tx

set clk_period 2.8
set clk_io_pct 0.2

create_clock -name clk0 -period $clk_period [get_ports {clk}]

set non_clock_inputs [all_inputs -no_clocks]
set_input_delay [expr $clk_period * $clk_io_pct] -clock clk0 $non_clock_inputs
set_output_delay [expr $clk_period * $clk_io_pct] -clock clk0 [all_outputs]
==> ci_impl_report.md <==
## PnR job results

| Metric | Value |
|---|---|
| Number of synthesized flops with an enable pin | `0` |
| Antenna diode count | `0` |
| Crit Path Class | `flip-flop to flip-flop` |
| Routed wire length per instance | `11.2 um` |
| Layout cells sized above 1 | `7.58%` |
| Setup Fix Bufs, Post-CTS | `0` |
| Seq share, synth | `39.7%` |
| Final hold vios | `0` |
| PortBufs | `12` |
| H-tree levels | `2` |
| Delay-heaviest family, CP | `simple AND/OR/NAND/NOR gates` |
| Pre-Place Util | `32.0%` |
| Clock power frac | `32.8%` |
| Max-Cap Viols | `0` |
| Largest net degree at the start of global routing | `25` |
| Chip area | `5500 sq um` |
| Critical path, cell by cell | `ha_1, or4b_1, or4_1, a221oi_2, mux2_1` |
| Final Total Pwr | `0.00140 W` |
| Switching power | `0.000424 W` |
| Detail Route Antenna Nets | `0` |
| Crit path DAT | `2640 ps` |
| Max incr delay on CP | `670 ps` |
| Tool warnings | `30` |
| RSZ-0062 raised after global routing | `no` |
| Root buf cell | `clkbuf_8` |
| Area grow syn2layout | `20.2%` |
| Most frequent logic cell in the layout | `nor2_1` |
| Final Skew | `4.82 ps` |
| HP Class | `flip-flop to flip-flop` |
| DP Worst Slack | `333 ps` |
| Leak | `0.627 nW` |
| Worst-path maximum fanout | `8` |
| Via Count | `1271` |
| Starting DRT DRC Count | `56` |
| Post-synth regs | `31` |
| Clk ins delay skew pair | `280 ps` |
| Cts hold-fix bufs | `0` |
| TritonCTS Buffers | `5` |
| Critical Path Sink Type | `flip-flop` |
| Post-Syn Area per Cell | `8.63 sq um` |
| Internal power | `0.000977 W` |
| Setup-failing EPs final | `0` |
| Top Layout Cells | `37 x nor2_1, 31 x dfxtp_1, 12 x clkdlybuf4s50_1` |
| Comb power frac | `28.2%` |
| Area occupied by registers | `621 sq um` |
| Detailed-placement wirelength estimate | `1970 um` |
| Initial antenna violation count | `0` |
| Syn Std Cell Area | `1560 sq um` |
| Async SR Flop Fraction | `0%` |
| Die width | `74.1 um` |
| Post-Syn Instances | `181` |
| Gpl congestion | `0.827` |
| Flop pwr share | `38.9%` |
| Number of global-route vias before repair | `1143` |
| Via/cell ratio | `4.80` |
| Slew HR | `66.3%` |
| Total power divided by cell area | `747 nW/um^2` |
| Cell Rows | `25` |
| CP Buf/Inv Count | `0` |
| Distinct lib cells | `33` |
| Slowest CP cell | `or4_1` |
| Worst Max-Slew Pin Slew | `501 ps` |
| Worst vdd ir | `0.000229 V` |
| First-pass GRT wire length | `5160 um` |
| TritonCTS Sinks | `31` |
| Longest Clk Path Bufs | `2` |
| Ys Warns | `1` |
| Startpoint Class | `flip-flop` |
| Grt ovf | `0` |
| Hold slack | `450 ps` |
| Final min period | `2470 ps` |
| Final worst slack | `332 ps` |
| Core Box Area | `4880 sq um` |
| Post-Route WL | `2970 um` |
| MI comb area | `871 sq um` |
| Post-synth area from yosys stat | `1560 sq um` |
| Dominant flop cell | `dfxtp_1` |
| Post-CTS Resized | `0` |
| Setup_tns | `0 ps` |
| Worst-path clk slew | `70 ps` |
| Fillcell total | `522` |
| Drt drc | `0` |
| Switching Share | `30.3%` |
| Max Freq | `405 MHz` |
| Status | `finished clean` |
| Cycle use final | `88.1%` |
| Ports | `14` |
| Yosys cell count | `181` |
| Final Max Slew Viols | `0` |
| GRT Util Overall | `12.0%` |
| Die Ht | `74.1 um` |
| TritonRoute pass-1 iters | `4` |
| CTS tree | `built` |
| Worst EP required | `2970 ps` |
area by class of cell:
| class | count | share of cell area [%] |
|---|---|---|
| multi-input combinational | 133 | 46.4 |
| sequential | 31 | 33.1 |
| clock inverter | 2 | 1.87 |
| tap | 67 | 4.47 |
| inverter | 11 | 2.20 |
| timing repair buffer | 15 | 7.60 |
| clock buffer | 6 | 4.40 |
cell usage after synthesis (2+ instances only):
| cell type | n | area (sq um) |
|---|---|---|
| nor2_1 | 37 | 139 |
| dfxtp_1 | 31 | 621 |
| inv_1 | 11 | 41.3 |
| nand2_1 | 10 | 37.5 |
| nand2b_1 | 9 | 56.3 |
| xnor2_1 | 9 | 78.8 |
| ha_1 | 8 | 100 |
| nand3_1 | 8 | 40.0 |
| o221a_1 | 7 | 78.8 |
| nor3_1 | 6 | 30.0 |
| a21oi_1 | 5 | 25.0 |
| o32ai_1 | 4 | 35.0 |
| clkbuf_1 | 3 | 11.3 |
| mux2i_1 | 3 | 30.0 |
| nand3b_1 | 3 | 22.5 |
| nor4_1 | 3 | 18.8 |
| or4_1 | 3 | 22.5 |
| or4bb_1 | 3 | 33.8 |
| buf_2 | 2 | 10.0 |
| nand4_1 | 2 | 12.5 |
| xor2_1 | 2 | 17.5 |
worst paths after layout:
path	slack, ps	to	startpoint	cells after the start
setup / recovery	330	state[0]	cycle_counter[0]	5
hold / removal	450	cycle_counter[0]	cycle_counter[0]	1
setup reg to reg	330	state[0]	cycle_counter[0]	5
hold reg to reg	450	cycle_counter[0]	cycle_counter[0]	1
power by group through the flow:
stage	clock, W	sequential [W]	combinational [W]
5_1_grt	0.000491	0.000554	0.000446
6_report	0.000460	0.000546	0.000396
4_1_cts	0.000470	0.000545	0.000398
logic make-up after synthesis:
| kind of cell | count (synthesis) | share of synthesized area (%) |
|---|---|---|
| DFF | 31 | 39.7 |
| xor gates and xnor gates | 11 | 6.17 |
| buffers and inverters | 17 | 4.49 |
| and+or+nand+nor | 89 | 28.7 |
| adders and majority gates | 8 | 6.41 |
| AOI/OAI and AO/OA | 21 | 11.9 |
| muxes | 4 | 2.64 |
layer usage:
metal | track usage (%) | wire, um | share of wire, % | up-vias
li1 | - | - | - | 662
met1 | 18.0 | 1570 | 53 | 582
met2 | 18.3 | 1210 | 41 | 20
met3 | 2.75 | 149 | 5.0 | 7
met4 | 1.71 | 44 | 1.5 | 0
met5 | 0 | 0 | 0 | -
stage by stage:
step / util [%] / area, sq um / cells
2_1_floorplan: - / 1560 / 181
3_3_place_gp: 36.1 / 1760 / 257
3_5_place_dp: 36.1 / 1760 / 257
4_1_cts: 38.5 / 1880 / 265
5_1_grt: 38.5 / 1880 / 265
6_report: 38.5 / 1880 / 265
flip-flops by register name (all words and copies together), names as in the netlist:
register,cells
bit_counter,4
state,2
stop_counter,2
cycle_counter,14
data_to_send,8
tx,1
No activity file was given, so power comes from the tool's default toggle rates.
